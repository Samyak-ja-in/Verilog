===== flow/design.v =====
`timescale 1ns / 1ps
module ram16_8(dataout,datain,addr,clk,rst,read,write);
output reg[7:0]dataout;
input clk,rst,read,write;
input [3:0] addr;
input [7:0] datain;
reg [7:0]memory [15:0];
integer i;
always@(posedge clk)
begin
if(rst)
	begin
	for(i=0;i<16;i=i+1)
	memory[i]<=0;
	end
else
	if(write==1)
		memory[addr]<=datain;
	else if(read==1)
		dataout<=memory[addr];
end
endmodule

===== flow/run.sh =====
#!/bin/bash
# OpenROAD 26Q1-2900-gdf79404cd8, Yosys 0.63+post, stock flow scripts
make -C /OpenROAD-flow-scripts/flow DESIGN_CONFIG=/design/flow/config.mk WORK_HOME=/design/flow/orfs finish

===== flow/config.mk =====
export PLATFORM = sky130hd
export DESIGN_NAME = ram16_8
export DESIGN_NICKNAME = ram16_8
export VERILOG_FILES = /design/flow/design.v
export SDC_FILE = /design/flow/constraint.sdc
export NUM_CORES = 4
export LEC_CHECK = 1
export CORE_UTILIZATION = 30

===== flow/constraint.sdc =====
current_design ram16_8

set clk_period 5.3
set clk_io_pct 0.2

create_clock -name clk0 -period $clk_period [get_ports {clk}]

set non_clock_inputs [all_inputs -no_clocks]
set_input_delay [expr $clk_period * $clk_io_pct] -clock clk0 $non_clock_inputs
set_output_delay [expr $clk_period * $clk_io_pct] -clock clk0 [all_outputs]

==> run summary <==
Post-synth ARST share: 0%
Final hold violation count: 0
CTS max path bufs: 2
Area of the core: 0.0197 mm^2
AND/OR/NAND/NOR Cells, Area Fraction: 18.0%
Actual slew at the worst max-slew pin: 785 ps
CP arrival: 3010 ps
Final antenna-violating net count: 0
Post-DP HPWL: 9240 um
Routed via count: 3280
Initial antenna violation count: 0
CTS tree: done
Outcome: completed
First-pass GRT wire length: 21100 um
Wire length per cell: 19.8 um
Remaining DRCs: 0
Crit path required time: 5410 ps
Crit start category: input pin
Latency at later pin: 420 ps
Yosys stat chip area: 0.00613 mm^2
Top cells, area: edfxtp_1, and2_1, mux4_2, a22oi_1, or2_2
Max VDD drop: 0.000239 V
Reg2reg setup slack: 3780 ps
Fill cell count: 1777
Critical path class: in -> reg
Root Buffer: clkbuf_16
Distinct lib cells used: 22
Max-slew violations: 0
Setup Total Neg Slack: 0 ps
Comb pwr share: 6.7%
Pin count of the biggest net entering global routing: 23
MUX area fraction: 11.8%
Flip-flops with a built-in enable: 136
XOR-XNOR Cells, Area Fraction: 0%
Diode count: 0
Yosys Instances: 385
Yosys warning tally: 1
Clk pwr share: 43.0%
Synthesized area per cell: 15.9 um^2
DRT Wirelength: 13700 um
Layout Skew: 8.26 ps
Share of layout cells above drive strength 1: 21.7%
Worst-path fanout max: 21
Pwr Total: 2.52 mW
Adder share: 0%
Post-CTS Resized: 0
Final min period: 2900 ps
Fin crit share: 54.7%
Max-cap violations: 0
Floorplan core density: 31.1%
Register area share after synthesis: 66.6%
DIE AREA: 0.0210 mm^2
Pre-antenna DRT Iters: 5
Int Power: 2.00 mW
Most used flip-flop cell: edfxtp_1
Relative slew slack: 47.3%
GPL Wtd Cong: 0.911
Top Ports: 24
Vias/cell: 4.73
Total Routing Usage GR: 14.5%
F_max: 345 MHz
Flops after synth: 136
Synthesized instance count: 385
Logic area: 0.00195 mm^2
# setup viols final: 0
Pwr dens: 350 mW/mm^2
I/O Buffers: 23
Nature of the critical path endpoint: flop
Clk sinks: 136
Sw Ratio: 20.8%
Mapped cell area: 0.00613 mm^2
Top area contributor share: 66.6%
Worst-path clk slew: 50 ps
Area added between synthesis and finish: 17.6%
Worst min-delay path class: reg -> reg
Die W: 145 um
Vias in the first global route: 3562
Cell leakage power: 2.46 nW
Placement row count: 51
Seq pwr share: 50.3%
H-tree depth: 4
Yosys top cell by area: edfxtp_1
Grt ovf: 0
Iter 0 DRT Violations: 258
TritonCTS buffer count: 17
Die H: 145 um
NetSw: 0.525 mW
Register area: 0.00408 mm^2
CTS Hold Bufs: 0
Comb area leader: simple AND/OR/NAND/NOR gates
Ao+oa area frac: 1.96%
Unrepaired setup endpoints after global routing: false
Stage-log warning count: 25
Postcts setup bufs: 0
-- power groups by stage --
stage | Clock [mW] | Sequential [mW] | Combinational [mW]
CTS | 1.10 | 1.27 | 0.170
global route | 1.14 | 1.28 | 0.183
finish | 1.09 | 1.27 | 0.168
-- layout make-up --
class / instances / area share [%]
clock buffer: 19 / 6.01
timing repair buffer: 34 / 4.20
clock inverter: 11 / 1.51
multi-input combinational: 228 / 27.0
sequential: 136 / 56.7
tap: 265 / 4.60
-- layer usage --
| layer | global-route usage (%) | vias to the layer above | share of wire, % |
|---|---|---|---|
| met3 | 8.14 | 18 | 12 |
| met1 | 19.0 | 1596 | 39 |
| met2 | 22.4 | 168 | 47 |
| met4 | 2.18 | 0 | 2.0 |
| met5 | 0 | - | 0 |
| li1 | - | 1498 | - |
-- synthesized netlist by cell type, types with 2 or more instances --
library cell  instances
mux4_2               32
nor2b_1               2
nor3_1                3
nand2_1               9
nand4bb_1             2
nor2_2                3
clkbuf_1             11
or2_2                16
buf_2                 6
and2_1              129
edfxtp_1            136
a22oi_1              16
nor2_1               10
nand2b_1              2
-- critical path: stages --
cell and delay (ps):
clkdlybuf4s50_1 390, buf_4 230, nand4bb_1 320, nor3_1 660, or2_2 340
-- registers in the layout, summed over array words and instances, names as in the netlist --
| name | cells |
|---|---|
| memory | 128 |
| dataout | 8 |
-- worst paths after layout --
path | startpoint | cells past startpoint | endpoint
min reg2reg | memory[2][3] | 3 | dataout[3]
max | rst | 5 | memory[8][2]
max reg2reg | memory[12][0] | 3 | dataout[0]
min | memory[2][3] | 3 | dataout[3]
-- cell families (layout without fill, tap and decap cells) --
| logic type | Yosys count | after routing |
|---|---|---|
| AND/OR/NAND/NOR | 180 | 180 |
| AND-OR/OR-AND | 16 | 16 |
| buffers and inverters | 21 | 64 |
| flip-flops | 136 | 136 |
| multiplexers | 32 | 32 |
-- stage by stage --
step	hold WS, ps	utilization [%]	std cells	setup slack (ps)	area, um^2
2_1_floorplan	710	-	385	2870	6130
3_3_place_gp	777	33.8	663	2010	6670
3_5_place_dp	766	33.8	663	1990	6670
4_1_cts	782	36.6	693	2450	7210
5_1_grt	819	36.6	693	2260	7210
6_report	787	36.6	693	2400	7210
-- cell usage in the layout, fill, tap and decap left out, types with 3 or more instances in the layout --
cell type and instances:
a22oi_1 16, and2_1 129, buf_4 11, clkbuf_16 17, clkdlybuf4s50_1 21, clkinv_2 6, edfxtp_1 136, mux4_2 32
nand2_1 9, nor2_1 10, nor2_2 3, nor3_1 3, or2_2 16
Power is estimated from default activity; no workload was simulated.
