`flow/config.mk`:
```
export PLATFORM = sky130hd
export DESIGN_NAME = mux16_1
export DESIGN_NICKNAME = mux16_1
export VERILOG_FILES = /design/flow/design.v
export SDC_FILE = /design/flow/constraint.sdc
export NUM_CORES = 4
export LEC_CHECK = 1
export CORE_AREA = 10 10 70 70
export DIE_AREA = 0 0 80 80
```
`flow/constraint.sdc`:
```
current_design mux16_1

set clk_period 2.6
set clk_io_pct 0.2

create_clock -name clk0 -period $clk_period

set non_clock_inputs [all_inputs -no_clocks]
set_input_delay [expr $clk_period * $clk_io_pct] -clock clk0 $non_clock_inputs
set_output_delay [expr $clk_period * $clk_io_pct] -clock clk0 [all_outputs]
```
`flow/design.v`:
```
`timescale 1ns / 1ps
module mux4_1(o,i,s);
output reg o;
input [3:0]i;
input [1:0]s;
always @(*)
begin
if(s==0)
o=i[0];
if(s==1)
o=i[1];
if(s==2)
o=i[2];
if(s==3)
o=i[3];
end
endmodule
module mux16_1(out,i,s);
output out;
input [15:0]i;
input [3:0]s;
wire [3:0]w;
mux4_1 mux1(w[0],i[3:0],s[1:0]);
mux4_1 mux2(w[1],i[7:4],s[1:0]);
mux4_1 mux3(w[2],i[11:8],s[1:0]);
mux4_1 mux4(w[3],i[15:12],s[1:0]);
mux4_1 mux5(out,w[3:0],s[3:2]);
endmodule
```
`flow/run.sh`:
```
#!/bin/bash
# OpenROAD 26Q1-2900-gdf79404cd8, Yosys 0.63+post, stock flow scripts
make -C /OpenROAD-flow-scripts/flow DESIGN_CONFIG=/design/flow/config.mk WORK_HOME=/design/flow/orfs finish
```
==> results.sh <==
# flow metrics
export IMPL_compound_area_share_pct=0
export IMPL_place_gp_congestion=0.665
export IMPL_drtIter0Drc=0
export IMPL_netlist_area_sq_um=206
export IMPL_mux_share_pct=61.8
export IMPL_grt_usage_pct=2.05
export IMPL_max_freq_mhz=376
export IMPL_synth_flops=5
export IMPL_vias=183
export IMPL_synthToLayoutAreaGrowth_pct=90.9
export IMPL_ys_sh_simple_pct=0
export IMPL_grt_max_degree=5
export IMPL_post_route_drc_count=0
export IMPL_setup_viol=1
export IMPL_tool_warnings=34
export IMPL_cp_arrival_ns=2.14
export IMPL_final_util_pct=11.5
export IMPL_drive_gt1_share_pct=63.9
export IMPL_vias_per_cell=2.23
export IMPL_synth_stat_cells=11
export IMPL_crit_path_end_kind="output port"
export IMPL_initial_utilization_pct=6.04
export IMPL_critical_path_class="in2out"
export IMPL_status="finished with violations"
export IMPL_post_cts_setup_buffers=0
export IMPL_p_leak_nw=0.175
export IMPL_period_minus_slack_ns=2.66
export IMPL_yosysChipArea_sq_um=206
export IMPL_wire_per_inst_microns=7.84
export IMPL_diodes=0
export IMPL_failed_checks="negative setup slack"
export IMPL_required_ns=2.08
export IMPL_ys_sh_adder_pct=0
export IMPL_rsz0062_at_grt="yes"
export IMPL_numPortBuffers=21
export IMPL_critPathMaxStageDelay_ns=0.48
export IMPL_ant_nets=0
export IMPL_core_sq_mm=0.00342
export IMPL_fp_dieW_microns=80
export IMPL_hold_violations=0
export IMPL_path_cells="buf_8, mux4_2, dlxtn_1, mux4_2, dlxtn_1, buf_2"
export IMPL_grt_pass1_vias=251
export IMPL_drt_total_wl_microns=643
export IMPL_syn_inst=11
export IMPL_untimed_endpoints=5
export IMPL_chipArea_sq_mm=0.00640
export IMPL_drt_first_pass_iters=1
export IMPL_cp_slowest_cell="mux4_2"
export IMPL_crit_family="multiplexers"
export IMPL_period_used_pct=102
export IMPL_crit_buf_inv=2
export IMPL_ir_worst_vdd_mv=0.0374
export IMPL_overflow=0
export IMPL_ys_sh_xor_pct=0
export IMPL_die_h_microns=80
export IMPL_cts_hold_buffers=0
export IMPL_cp_num_cells=6
export IMPL_drv_cap=0
export IMPL_placedInstanceArea_sq_um=489
export IMPL_io_pins=21
export IMPL_unclocked_regs=5
export IMPL_cp_start_kind="primary input"
export IMPL_lay_top_cells="buf_2 (17), mux4_2 (5), dlxtn_1 (5), conb_1 (5), clkdlybuf4s50_1 (2)"
export IMPL_setup_ws_ns=-0.0565
export IMPL_design_area_sq_um=394
export IMPL_top_logic_kind="multiplexers"
export IMPL_ys_types=4
export IMPL_antenna_found_initial=0
export IMPL_cp_max_fo=4
export IMPL_maxSlewViolCount=0
export IMPL_yosys_warnings=1
export IMPL_lay_top_count="buf_2"
export IMPL_power_density_mw_per_mm2=115
export IMPL_grt_pass1_wl_microns=1070
export IMPL_rows=21
export IMPL_syn_area_per_cell_sq_um=18.8
export IMPL_setup_tns_ns=-0.0565
export IMPL_finalPower_mw=0.0453
-- cells by family after synthesis --
group,count (synthesis)
mux,5
other cells,1
latches,5
-- how the worst max path moves through the flow --
stage,start,endpoint,slack [ns]
final,s[0],out,-0.06
after global routing,s[0],out,-0.11
after CTS,s[0],out,-0.06
-- cell usage after synthesis --
library cell | count | area share [%]
conb_1 | 1 | 1.8
mux4_2 | 1 | 11
mux4_1 | 4 | 51
dlxtn_1 | 5 | 36
-- sequential cells by signal, indices dropped and copies added, names as in the netlist --
name    count
mux1.o      1
mux2.o      1
mux3.o      1
mux4.o      1
mux5.o      1
-- where the power goes --
group	leakage (nW)	internal, mW	switching (mW)
sequential	0.0406	0.00842	0.000745
clock	0	0	0
combinational	0.135	0.0265	0.00966
total	0.175	0.0349	0.0104
-- stage by stage --
stage | std cells | setup WS, ns
after floorplan | 15 | 0.165
after global placement | 82 | -0.928
after detailed placement | 82 | -0.929
after CTS | 82 | -0.0617
after global routing | 82 | -0.112
final | 82 | -0.0565
-- area by class of cell --
class | count | area (sq um)
fill | 402 | 3020
sequential | 5 | 75.1
timing repair buffer | 21 | 130
tap | 46 | 57.6
multi-input combinational | 10 | 131
-- repair_timing --
action,4_1_cts,5_1_grt
cloned,0,0
resized,64,0
pin swaps,0,0
endpoints found under the setup margin,1,1
-- routing by layer --
metal	track usage [%]	vias up	part of all wire, %
met5	0	-	0
met3	1.14	0	15
met1	3.65	70	62
met4	0	0	0
li1	-	92	-
met2	1.93	21	23
Power figures rest on the tool's default switching activity, not on a simulated workload.
