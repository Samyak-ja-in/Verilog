==> design/flow/design.v <==
`timescale 1ns / 1ps
module updowncounter(out,clk,rst,ctrl);
output reg [3:0]out;
input clk;
input rst;
input ctrl;
always @(posedge clk)
begin 
if(rst==1)
	begin
	out=0;
	if(ctrl==0)
	out=out-1;
	else
	out=out+1;
	end
else
	begin
	if(ctrl==0)
	out=out-1;
	else
	out=out+1;
	end
end
endmodule
==> design/flow/run.sh <==
#!/bin/bash
# OpenROAD 26Q1-2900-gdf79404cd8, Yosys 0.63+post, stock flow scripts
make -C /OpenROAD-flow-scripts/flow DESIGN_CONFIG=/design/flow/config.mk WORK_HOME=/design/flow/orfs finish
==> design/flow/config.mk <==
export PLATFORM = sky130hd
export DESIGN_NAME = updowncounter
export DESIGN_NICKNAME = updowncounter
export VERILOG_FILES = /design/flow/design.v
export SDC_FILE = /design/flow/constraint.sdc
export NUM_CORES = 4
export LEC_CHECK = 1
export CORE_AREA = 10 10 70 70
export DIE_AREA = 0 0 80 80
==> design/flow/constraint.sdc <==
current_design updowncounter

set clk_period 1.3
set clk_io_pct 0.2

create_clock -name clk0 -period $clk_period [get_ports {clk}]

set non_clock_inputs [all_inputs -no_clocks]
set_input_delay [expr $clk_period * $clk_io_pct] -clock clk0 $non_clock_inputs
set_output_delay [expr $clk_period * $clk_io_pct] -clock clk0 [all_outputs]
==> notes.md <==
Numbers from the implementation run.

The number of clock buffers added by TritonCTS is 3. The flow ran to the end, and the final reports show no timing, DRC or antenna violations. The clock insertion delay at the later pin of the skew report is 240 ps. STA classifies the critical path endpoint as a flip-flop. The cell depth of the worst flop-to-flop path is 5. After global routing the overflow that remains totals 0. The count of buffers inserted at the top-level ports is 6. CTS saw 4 sinks. The worst hold slack after final layout is 569 ps. The count of antenna diodes in the layout is 0.

Yosys reported a register bit count of 4. The max-capacitance violation count is 0. In this run the clock root is driven by a sky130_fd_sc_hd__clkbuf_4. The wire length of the first global-routing pass is 1410 um. The effective utilization at floorplan is 8.13%.

The via count of the first global-routing pass came to 318. The worst-case headroom to the max-slew limit is 75.8%. The mean instance size in the synthesized netlist is 9.92 um2.

The class of the most critical hold timing path is input pin to flip-flop. The number of flip-flops in the largest register is 4. Global routing used 2.78% of the available tracks.

The number of fill cells in the layout is 387. The worst-margin pin slew is 363 ps. The proportion of layout cells with a drive suffix above 1 is 59.1%. The critical path goes through dlygate4sd2_1 -> inv_2 -> ha_4 -> a21oi_2 -> a2111oi_4 -> a211oi_2. The routability congestion estimate is 0.684.

The sequential cells in the finished layout cover a total of 86.3 um2. Once layout is done, the placed cells without fillers occupy 548 um2. Measured along the y axis, the die boundary spans 80 um. Counting pins that exceed their max-slew limit in the final report gives 0.

VDD sags by at most 0.319 mV. For this design, the slowest cell found on the critical path is sky130_fd_sc_hd__a2111oi_4. The final period demand of the worst path is 1260 ps.

The synthesis report lists the Yosys warning total as 1. In this run the remaining antenna-violating nets after routing total 0. After layout, the setup clock skew is reported as 11.5 ps. Per the cell usage report, the commonest logic cell in the layout is sky130_fd_sc_hd__buf_4.

The standby leakage power is 0.205 nW. Setup repair after global routing could not meet its margin everywhere. The row count is 21. The final period utilization is 97.2%.

The OpenROAD report gives the critical path a data arrival time of 1380 ps. The cell area power density is 1160 nW/um2. The achievable frequency is 791 MHz. The pre-CTS setup check shows a worst slack of -532 ps. The utilization of the core after routing is 16.0%. The maximum fanout along the worst path is 5. The worst setup path category is input pin to flip-flop. The count of placed standard cells including taps is 85.

The HPWL reported at the end of detailed placement is 566 um. The cell count of the worst hold path is 3. TritonCTS built the clock tree. The first-pass detailed-route iteration total is 3. The average via count per standard cell is 2.99.

The number of antenna violations at the first check in global routing is 0. The routed layout has 269 vias. From left edge to right edge, the die measures 80 um. The routed wire length is 806 um. Endpoints failing hold in the final report were tallied at 0. The residual DRC count is 0.

In the layout the commonest cells are 6 x sky130_fd_sc_hd__buf_4, 4 x sky130_fd_sc_hd__dlygate4sd2_1, 3 x sky130_fd_sc_hd__clkbuf_4. In this run the number of H-tree levels came out at 1. Endpoints with negative setup slack in the final report add up to 0.

Counting along the longest clock path gives a buffer depth of 2. The tool warning count for the run is 27. The CTS clock-pin slew for the worst setup and hold paths is 50 ps. The pin count of the biggest net entering global routing is 8.

Per the post-synthesis report, the number of cells in the design is 28. The number of DRC markers after the initial detailed-route iteration is 4. The number of placed I/O pins is 7. The kind of launch point of the worst setup path is an input pin. According to the timing report, the data required time at the worst endpoint equals 1420 ps.

The number of cells in the yosys synthesis report is 28. The finished layout holds 90 standard cells, fillers aside. The post-placement cell area is 442 um2.

The count of cell types in the netlist is 20. The multi-input combinational cells in the finished layout cover a total of 246 um2. The sequential share of the synthesized area is 28.8%. After layout, the worst setup slack is 36.5 ps. TritonRoute output was used to compute an average wire per cell of 8.96 um.

The die area is 6400 um2. The flow measured a signed area growth from synthesis to layout of 97.3%. According to the Yosys statistics, the synthesized design has a chip area of 278 um2.

The post-synthesis cell area is 278 um2. After floorplanning, the core was sized to cover 3420 um2. The timing report gives the biggest stage delay along the critical path as 350 ps.
## area by class of cell
cell class / instances / share of cell area [%]
clock buffer: 3 / 4.11
tap: 46 / 10.5
inverter: 2 / 1.37
timing repair buffer: 14 / 23.3
sequential: 4 / 15.8
multi-input combinational: 21 / 45.0
## cells by family (layout without fill, tap and decap cells)
| group | after synthesis | in the layout | share of synthesized area, % |
|---|---|---|---|
| AOI/OAI and AO/OA | 6 | 6 | 18.5 |
| xor gates and xnor gates | 1 | 1 | 3.15 |
| adders and majority gates | 3 | 3 | 16.2 |
| buffers and inverters | 3 | 19 | 6.76 |
| DFF | 4 | 4 | 28.8 |
| muxes | 1 | 1 | 3.60 |
| and+or+nand+nor | 10 | 10 | 23.0 |
## where the power goes
part           internal, W  total, W  switching (W)  leakage, nW
combinational     0.000179  0.000310       0.000131        0.157
sequential        0.000149  0.000164      0.0000155       0.0340
clock             0.000104  0.000161      0.0000569       0.0138
total             0.000432  0.000635       0.000203        0.205
## layer usage
metal	track usage, %	up-vias	wire, um
met5	0	-	0
met4	0.528	0	10
met3	1.48	2	40
met2	4.65	3	440
met1	3.07	127	314
li1	-	137	-
## worst max-delay path: cells and delay by family
kind,cells,cell delay [ps]
fa+ha+maj,1,320
buf+inv,2,320
compound gates,3,480
## path summary, 6_finish.rpt
kind,end,slack [ps],startpoint
hold reg to reg,out[0],570,out[0]
hold / removal,out[3],570,rst
setup reg to reg,out[3],40,out[1]
setup / recovery,out[3],40,ctrl
## synthesized netlist by cell type (all sizes together)
| master | number | share of area [%] |
|---|---|---|
| nor3b | 3 | 8.1 |
| nand2 | 1 | 1.4 |
| nor2 | 1 | 1.4 |
| buf | 1 | 4.1 |
| a2111oi | 1 | 5.4 |
| nor3 | 1 | 1.8 |
| nor4b | 1 | 3.2 |
| xnor2 | 1 | 3.2 |
| nand3 | 1 | 1.8 |
| nand2b | 1 | 2.3 |
| and4 | 1 | 3.2 |
| a211oi | 1 | 4.5 |
| ha | 2 | 9.0 |
| mux2i | 1 | 3.6 |
| fa | 1 | 7.2 |
| a21oi | 2 | 5.0 |
| o21ai | 2 | 3.6 |
| inv | 2 | 2.7 |
| dfxtp | 4 | 29 |
## through the flow
stage	setup TNS, ps	power (W)
finish	0	0.000635
CTS	-33.4	0.000630
global route	-24.2	0.000689
floorplan	0	0.000298
detailed placement	-1380	0.000412
global placement	-1340	0.000408
## repair_timing
item / 4_1_cts / 5_1_grt
setup buffers: 3 / 0
gates resized: 15 / 9
cloned: 0 / 0
hold buffers: 0 / 0
pin swaps: 3 / 8
hold endpoints to repair: 0 / 0
endpoints found under the setup margin: 7 / 4
Power figures rest on the tool's default switching activity, not on a simulated workload.
